[flow/design.v]
`timescale 1ns / 1ps
module Car_FSM( 
input clk,
input reset,
input left, 
input right, 
output reg [2:0] l,
output reg [2:0] r
    );
    reg [24:0] clk_count;
    wire clk_en;
    always @(posedge clk) 
    begin
        if(reset)
        clk_count<=0;
        else
        clk_count<= clk_count +1;
    end
    assign clk_en = &clk_count;
    parameter s0 = 3'b000, s1 = 3'b001,s2 = 3'b010,s3 = 3'b011,s4 = 3'b100,s5 = 3'b101,s6 = 3'b110;
    reg [2:0] ps, ns;
    always@(posedge clk_en) begin
        ps <= ns;
        end
    always@(ps,left,right) begin
        case(ps)
            s0: begin
                if(right==0 && left==1) 
                ns = s1;
                else if(right==1 && left==0)
                ns = s4;
                else 
                ns = s0;
                end
            s1: begin
                if (right ==0)  
                ns = s2;
                else
                ns = s0;
                end
            s2: begin
                if(right ==0)  
                ns = s3;
                else
                ns = s0;
                end
            s3: begin
                ns = s0;
                end    
            s4: begin
                if (left ==0)  
                ns = s5;
                else
                ns = s0;
                end
            s5: begin
                if(left ==0)  
                ns = s6;
                else
                ns = s0;
                end
            s6: begin
                ns =s0;
                end
            default: ns =s0;
        endcase
     end
     always@(ps) begin
        case(ps)
            s0: begin  
                l=3'b000; 
                r=3'b000;
                end
            s1: l[0] =1;
            s2: l[1] =1;
            s3: l[2] =1;
            s4: r[0] =1;
            s5: r[1] =1;
            s6: r[2] =1;
            default:begin 
            l=3'b000; r=3'b000;
            end
        endcase
        end
endmodule
[flow/run.sh]
#!/bin/bash
# OpenROAD 26Q1-2900-gdf79404cd8, Yosys 0.63+post, stock flow scripts
make -C /OpenROAD-flow-scripts/flow DESIGN_CONFIG=/design/flow/config.mk WORK_HOME=/design/flow/orfs finish
[flow/config.mk]
export PLATFORM = sky130hd
export DESIGN_NAME = Car_FSM
export DESIGN_NICKNAME = Car_FSM
export VERILOG_FILES = /design/flow/design.v
export SDC_FILE = /design/flow/constraint.sdc
export NUM_CORES = 4
export LEC_CHECK = 1
export CORE_AREA = 10 10 104 104
export DIE_AREA = 0 0 114 114
[flow/constraint.sdc]
current_design Car_FSM

set clk_period 3.2
set clk_io_pct 0.2

create_clock -name clk0 -period $clk_period [get_ports {clk}]

set non_clock_inputs [all_inputs -no_clocks]
set_input_delay [expr $clk_period * $clk_io_pct] -clock clk0 $non_clock_inputs
set_output_delay [expr $clk_period * $clk_io_pct] -clock clk0 [all_outputs]
==> summary.txt <==
Item: results of the latest flow run.

- The placement summary gives the final routability congestion estimate as 0.7832.
- The maximum number of pins on one net before global-route repair is 26.
- Per STA, the highest per-stage delay on the worst path measures 0.57 ns.
- The count of endpoints failing hold in the final timing report is 0.
- The number of standard cells after synthesis is 172.
- After synthesis, the most frequently instantiated cells are sky130_fd_sc_hd__dfxtp_1 (28), sky130_fd_sc_hd__nor2_1 (26), sky130_fd_sc_hd__a21oi_1 (15).
- The final route contains 1142 vias.
- The report puts the hold buffer count at CTS at 0.
- Per the synthesis report, the number of distinct cell types is 29.
- The main area contributors are sky130_fd_sc_hd__dfxtp_1 (39%), sky130_fd_sc_hd__nor2_1 (6.8%), sky130_fd_sc_hd__dlxtn_1 (6.3%), sky130_fd_sc_hd__xnor2_1 (5.5%), sky130_fd_sc_hd__a21oi_1 (5.2%).
- The total wire length after detailed routing is 2.476 mm.
- The signed area change from the synthesized netlist to the final layout is 17.19%.
- Counting flops with a built-in enable in the synthesized netlist gives 0.
- The leakage power total is 0.5204 nW.
- The pre-CTS setup check shows a worst slack of 1.272 ns.
- In the CTS report, the clock slew at the register clock pins of the worst setup and hold paths is listed as 0.08 ns.
- The count of warning messages emitted by the tools is 25.
- The initial antenna violation count is 0.
- The critical path endpoint has a required time of 3.40 ns.
- Across the VDD grid, the largest voltage drop is 349.7 uV.
- After synthesis, the chip area reported by Yosys is 0.001434 sq mm.
- The class of the most critical hold timing path is reg2reg.
- The measured slew at the worst slew-check pin is 0.5469 ns.
- The first global-routing pass estimated 4.629 mm of wire.
- In this run the remaining antenna-violating nets after routing total 0.
- CTS placed an instance of sky130_fd_sc_hd__clkbuf_8 at the clock tree root.
- The die span in y is 114 um.
- The timer found 9 register pins that no clock reaches; their paths are not timed.
- In the log, the iteration count for the first detailed-route pass is 4.
- The worst max-slew margin expressed relative to the limit is 0.6303.
- Gates resized during post-CTS repair numbered 0.
- Across all register-to-register paths, the minimum setup slack is 1.24 ns.
- The number of global-route vias before repair is 1021.
- For this run, the number of Yosys warnings is 1.
- In the routed design, unresolved DRC markers number 0.
- TritonCTS built the clock tree.
- The overall overflow remaining after global route is 0.
- Buffers inserted during clock tree synthesis total 3.
- After clock tree synthesis, the setup repair step added 0 buffers.
- The overall track demand over capacity in global routing is 0.04043.
- The routed design ends up with an antenna cell count of 0.
- The final sum of negative setup slack is 0 ns.
- After synthesis the cells add up to 0.001434 sq mm.
- Traced cell by cell, the critical path runs through ha_1 -> nand2_1 -> or4_1 -> or3_1 -> a21oi_1.
- Detailed placement ended at an HPWL of 1.745 mm.
- Of the post-synthesis cell area, the dominant cell type holds 0.3909.
- Setup repair after global routing left no endpoint under its margin.
- On the critical path the data arrives at 2.16 ns.
- STA classifies the critical path endpoint as a register.
- Summing all multi-input logic gate instances after layout gives 729.5 sq um.
- The synthesized area per cell is 8.336 sq um.
- The number of H-tree levels is 1.
- The site row count is 34.
- The synthesized design spends more area on one cell type than any other, namely sky130_fd_sc_hd__dfxtp_1.
- The run finished with clean final reports.
- The area of the core is 0.008678 sq mm.
- The share of cells above drive strength 1 is 0.03371.
- In this run the full chip footprint comes out at 0.01300 sq mm.
- The final setup violation count is 0.
- For this run, the share of the core covered by cells in the final layout is 0.1936.
- The total of flip-flops plus latches after synthesis is 34.
- The power per cell area is 307.1 mW/mm^2.
- The max-capacitance violation count is 0.
- The largest fanout on the critical path is 9.
- The detailed-route wire length per cell is 8.657 um.
- Per the detail_route report, vias per standard cell equal 3.993.
- Based on the critical path, the design can be clocked at up to 0.5099 GHz.
- The sequential standard cell area is 650.6 sq um.
- For the worst-skew pair, the clock arrives at the later sink with an insertion delay of 0.26 ns.
- The top cell type by instance count after synthesis is sky130_fd_sc_hd__dfxtp_1.
- After layout, the worst setup slack is 1.239 ns.
- Yosys reported that registers with async set or reset make up 0.
- The number of placed instances, taps included, is 282.
- The number of I/O port buffers is 9.
- The initial utilization of the core area, before any placement, comes to 0.1652.
- Clock skew on the completed layout was measured at 0.006253 ns.
- The deepest clock path buffer count is 2.
- In the final report, the number of pins over their slew limit comes to 0.
- The slowest stage cell on the critical path is sky130_fd_sc_hd__or4_1.
- The most used flip-flop cell after synthesis is sky130_fd_sc_hd__dfxtp_1.
- The worst setup path category is reg2reg.
- The worst setup path is launched from a register.
- Dividing the final minimum period by the clock period gives 0.6129.
- The smallest clock period supported by the final layout is computed as 1.961 ns.
- The DRC marker count from the first detailed-route iteration is 90.
- Pin placement for this block handled 10 I/O pins.
- The number of inserted filler cells in the final layout is 971.
- The width of the chip is 114 um.
- 15 endpoints have no timing constraint.
- The non-filler instance count after layout is 286.
- The number of cells in the yosys synthesis report is 172.
final cells by class:
| class | count | area share |
|---|---|---|
| Multi-Input combinational cell | 124 | 0.4341 |
| Tap cell | 108 | 0.08042 |
| Sequential cell | 34 | 0.3872 |
| Timing Repair Buffer | 10 | 0.05808 |
| Clock buffer | 4 | 0.02681 |
| Inverter | 6 | 0.01340 |
worst max-delay path: cells and delay by family (launching register included):
family	cells	cell delay, ns
compound gates	1	0.15
flops	1	0.42
simple gates	3	1.09
fa+ha+maj	1	0.25
state kept, by name (all words and copies together) (netlist names):
signal     flops
l              3
clk_count     25
ps             3
r              3
cells by family (layout without fill, tap and decap cells):
family / count (synthesis) / count (layout) / share of synthesized area
latches: 6 / 6 / 0.06283
XOR/XNOR: 14 / 14 / 0.08552
AND-OR/OR-AND: 26 / 26 / 0.09947
adder cells (fa/ha/maj): 1 / 1 / 0.008725
buffers and inverters: 14 / 20 / 0.03752
flip-flops: 28 / 28 / 0.3909
AND/OR/NAND/NOR: 83 / 83 / 0.3150
placed cells by master, fill, tap and decap left out, types with 3 or more instances in the layout:
cell type and count:
sky130_fd_sc_hd__dfxtp_1 28, sky130_fd_sc_hd__nand3_1 8, sky130_fd_sc_hd__nand2_1 11, sky130_fd_sc_hd__xor2_1 5, sky130_fd_sc_hd__nor3_1 6, sky130_fd_sc_hd__inv_1 6
sky130_fd_sc_hd__and3_1 3, sky130_fd_sc_hd__dlxtn_1 6, sky130_fd_sc_hd__and4_1 3, sky130_fd_sc_hd__clkbuf_8 3, sky130_fd_sc_hd__or3_1 8, sky130_fd_sc_hd__nor2_1 26
sky130_fd_sc_hd__o21ai_0 7, sky130_fd_sc_hd__clkdlybuf4s50_1 9, sky130_fd_sc_hd__xnor2_1 9, sky130_fd_sc_hd__or4_1 3, sky130_fd_sc_hd__a21oi_1 15, sky130_fd_sc_hd__nand4_1 4
sky130_fd_sc_hd__nor4_1 3
final timing paths:
path                    to           from  depth (start not counted)
max          clk_count[20]   clk_count[0]                          5
min          clk_count[24]  clk_count[24]                          2
max reg2reg  clk_count[20]   clk_count[0]                          5
min reg2reg  clk_count[24]  clk_count[24]                          2
routing by layer:
metal,share of wire,vias up,wire length [um],GRT usage
met3,0.062,2,153,0.01223
met4,0.010,0,25,0.003342
met5,0,-,0,0
met1,0.54,499,1343,0.06190
li1,-,620,-,-
met2,0.38,21,953,0.05657
power breakdown:
| group | switching (mW) | leakage [nW] | internal (mW) |
|---|---|---|---|
| combinational | 0.00922 | 0.225 | 0.00813 |
| clock | 0.0910 | 0.0228 | 0.0888 |
| sequential | 0.00469 | 0.273 | 0.314 |
metrics by stage:
step           hold WS (ns)  power [mW]  instance area (sq um)
2_1_floorplan        0.4461      0.3357                   1434
3_3_place_gp         0.4619      0.3431                   1635
3_5_place_dp         0.4717      0.3435                   1635
4_1_cts              0.4820      0.5248                   1680
5_1_grt              0.5164      0.5431                   1680
6_report             0.4780      0.5160                   1680
Power is estimated from default activity; no workload was simulated.
